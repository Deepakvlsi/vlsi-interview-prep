==> flow/design.v <==
module mux_4x1 (i,sel,y);
  input [3:0]i;
  input [1:0]sel;
  output reg y;
  always @ (*) begin
    case (sel) 
      2'b00: y = i[0];
      2'b01: y = i[1];
      2'b10: y = i[2];
      2'b11: y = i[3];
    endcase
  end
endmodule
module mux16x1_using_4x1 (in, sel, out);
  input [15:0]in;
  input [3:0]sel;
  output out;
  wire [3:0]mux_out;
  mux_4x1 m1 (.i(in[3:0]), .sel(sel[1:0]), .y(mux_out[0]));
  mux_4x1 m2 (.i(in[7:4]), .sel(sel[1:0]), .y(mux_out[1]));
  mux_4x1 m3 (.i(in[11:8]), .sel(sel[1:0]), .y(mux_out[2]));
  mux_4x1 m4 (.i(in[15:12]), .sel(sel[1:0]), .y(mux_out[3]));
  mux_4x1 m5 (.i(mux_out), .sel(sel[3:2]), .y(out));
endmodule
==> flow/run.sh <==
#!/bin/bash
# OpenROAD 26Q1-2900-gdf79404cd8, Yosys 0.63+post, stock flow scripts
make -C /OpenROAD-flow-scripts/flow DESIGN_CONFIG=/design/flow/config.mk WORK_HOME=/design/flow/orfs finish
==> flow/config.mk <==
export PLATFORM = sky130hd
export DESIGN_NAME = mux16x1_using_4x1
export DESIGN_NICKNAME = mux16x1_using_4x1
export VERILOG_FILES = /design/flow/design.v
export SDC_FILE = /design/flow/constraint.sdc
export NUM_CORES = 4
export LEC_CHECK = 1
export CORE_AREA = 10 10 70 70
export DIE_AREA = 0 0 80 80
==> flow/constraint.sdc <==
current_design mux16x1_using_4x1

set clk_period 1.7
set clk_io_pct 0.2

create_clock -name clk0 -period $clk_period

set non_clock_inputs [all_inputs -no_clocks]
set_input_delay [expr $clk_period * $clk_io_pct] -clock clk0 $non_clock_inputs
set_output_delay [expr $clk_period * $clk_io_pct] -clock clk0 [all_outputs]
==> metrics.csv <==
metric,value,unit
status,"complete, no violations",
core box area,3420,um2
drt first pass iters,3,
peak supply drop,27.6,uV
"non-filler cells, final",90,
Synth Cell Area,171,um2
Top Layout Cells,"7 x dlygate4sd2_1, 4 x clkdlybuf4s15_1, 4 x buf_2, 4 x buf_4",
CP max stage cell,a221o_1,
GRT overflow,0,
Register Area,0,um2
Setup TNS,0,ns
cells in synth_stat.txt,18,
Buffers on Ports,21,
die width,80,um
"Hold Violations, Final",0,
distinct lib cells,11,
largest stage delay on the critical path,0.33,ns
Tmin final,1.70,ns
Largest cells by area,"mux4_2 26%, mux2i_1 18%, o211ai_2 15%",
synthesis area per yosys,171,um2
pwr dens,192,nW/um2
clkbuf count,0,
detailed placement HPWL,826,um
Mean Syn Cell Area,9.52,um2
worst path arrival time,1.36,ns
fin area,462,um2
fillcell total,401,
floorplan utilization,0.0502,
worst hold path startpoint,in[5],
per-cell routed wire length,9.79,um
crit-path max FO,7,
Pleak,0.221,nW
final hold slack,1.16,ns
most frequent CP cell,o211ai_2,
share of cells above drive strength 1,0.442,
WP data required,1.36,ns
Log Warnings,34,
initial antenna violation count,1,
"Simple Share, Synth",0.124,
total die size,6400,um2
fmax,0.590,GHz
vias per cell,2.74,
Worst slew margin,0.913,
max-slew violation count,0,
Synth-to-Final Area Change,169,%
Post-Synth AOI/OAI Area,0.263,
Post-Synthesis Cells,18,
RePlAce Congestion,0.730,
first-pass GRT wire length,1370,um
area after detailed placement,465,um2
via count,247,
Setup-failing EPs final,0,
max_cap viols,0,
Crit path buffers/inverters,2,
Final Util,0.135,
"Seq/Total Area, Yosys",0,
mux share,0.526,
CP top delay family,AND-OR/OR-AND gates,
Crit path depth,6,
"top comb family, area",multiplexers,
IO Count,21,
Crit Path Category,in2out,
Worst Tran Pin Value,0.127,ns
Die H,80,um
Routed Antenna Nets,0,
drt initial violations,10,
# DRC,0,
Row Count,21,
crit share post-route,0.998,
logic area,163,um2
crit path cell chain,buf_12 -> mux2_4 -> a221o_1 -> o211ai_2 -> o211ai_2 -> buf_2,
Post-Synth XOR/XNOR Area,0,
startpoint types,primary input,
Yosys top cell by area,mux4_2,
largest net degree at the start of global routing,8,
Post-Route WL,881,um
Synth Area in Adders,0,
warnings from Yosys,1,
Hold Path Cell Cnt,5,
flop count,0,
hold crit path type,in2out,
vias in the first global route,292,
critical path capture point type,output pin,
most common logic cell in the routed design,dlygate4sd2_1,
placed instance count,89,
"area share, top type",0.263,
Worst Hold Endpoint,out,
total global routing track utilization,0.0269,
RSZ-0062 raised after global routing,true,
==> logic make-up after synthesis <==
kind of cell | count (synthesis)
buffers and inverters | 2
muxes | 6
and+or+nand+nor | 5
AOI/OAI and AO/OA | 5
==> per-layer routing <==
layer | vias to the layer above | global-route usage | routed length, um
li1 | 124 | - | -
met1 | 113 | 0.0306 | 337
met2 | 10 | 0.0457 | 427
met3 | 0 | 0.0148 | 116
met4 | 0 | 0 | 0
met5 | - | 0 | 0
==> Yosys cell counts <==
library cell  instances
a21oi_1               2
a221o_1               1
buf_6                 1
inv_1                 1
mux2_4                1
mux2i_1               3
mux4_2                2
nand2_1               3
nor2_1                1
nor2b_1               1
o211ai_2              2
==> metrics by stage <==
step,setup slack [ns],total power (W)
after floorplan,0.165,0.0000344
after global placement,-0.864,0.0000999
after detailed placement,-0.904,0.000101
after CTS,-0.0129,0.0000894
after global routing,-0.0681,0.0000984
final,0.00379,0.0000888
==> final cells by class <==
class                      instances  share of cell area
timing repair buffer              26               0.509
antenna                            1             0.00542
multi-input combinational         16               0.352
tap                               46               0.125
inverter                           1             0.00813
==> worst max-delay path by stage <==
stage      start  slack (ns)  end
4_1_cts   sel[0]       -0.01  out
5_1_grt   in[13]       -0.07  out
6_report  sel[0]       0.004  out
==> power by group <==
part	total, W	switching [W]	internal (W)
Combinational	0.0000888	0.0000280	0.0000607
Clock	0.0000000000786	0	0.0000000000786
Sequential	0	0	0
==> what timing repair did <==
item	in CTS	in global routing
gates resized	39	8
hold buffers	0	0
endpoints found under the setup margin	1	1
setup buffers	0	0
pin swaps	4	5
Power is estimated from default activity; no workload was simulated.
