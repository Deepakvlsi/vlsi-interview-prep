==> flow/design.v <==
module fulladder (a,b,sum,cin,co);
  input a,b,cin;
  output wire sum, co;
  assign sum = a ^ b ^ cin;     
  assign co = (a & b) | (b & cin) | (a & cin);
endmodule
module ripplecarry_4b(A, B, Cin, Sum, Cout);
  input [3:0]A,B;
  input Cin;
  output [3:0]Sum;
  output Cout;
  wire c1, c2, c3;
  fulladder fa0 (.a(A[0]), .b(B[0]), .cin(Cin), .sum(Sum[0]), .co(c1));
  fulladder fa1 (.a(A[1]), .b(B[1]), .cin(c1), .sum(Sum[1]), .co(c2));
  fulladder fa2 (.a(A[2]), .b(B[2]), .cin(c2), .sum(Sum[2]), .co(c3));
  fulladder fa3 (.a(A[3]), .b(B[3]), .cin(c3), .sum(Sum[3]), .co(Cout));
endmodule
==> flow/run.sh <==
#!/bin/bash
# OpenROAD 26Q1-2900-gdf79404cd8, Yosys 0.63+post, stock flow scripts
make -C /OpenROAD-flow-scripts/flow DESIGN_CONFIG=/design/flow/config.mk WORK_HOME=/design/flow/orfs finish
==> flow/config.mk <==
export PLATFORM = sky130hd
export DESIGN_NAME = ripplecarry_4b
export DESIGN_NICKNAME = ripplecarry_4b
export VERILOG_FILES = /design/flow/design.v
export SDC_FILE = /design/flow/constraint.sdc
export NUM_CORES = 4
export LEC_CHECK = 1
export CORE_AREA = 10 10 70 70
export DIE_AREA = 0 0 80 80
==> flow/constraint.sdc <==
current_design ripplecarry_4b

set clk_period 2.3
set clk_io_pct 0.2

create_clock -name clk0 -period $clk_period

set non_clock_inputs [all_inputs -no_clocks]
set_input_delay [expr $clk_period * $clk_io_pct] -clock clk0 $non_clock_inputs
set_output_delay [expr $clk_period * $clk_io_pct] -clock clk0 [all_outputs]
==> results.yml <==
# generated from flow reports
status:
  outcome: "finished, violations left"
  violations: "setup timing"
synthesis:
  yosys_warnings: 0
  common_cells: "inv_1, buf_4, fa_1"
  yosysMostFrequentCell: "inv_1"
  syn_inst: 18
  area_leaders: "fa_1, inv_1, buf_4"
  yosysTopAreaCell: "fa_1"
  ys_types: 3
  avgSynthCellArea_sq_um: 8.20
  synth_chip_area_sq_um: 148
  synth_seq_share: 0
  synth_area_sq_um: 148
  top_area_frac: 0.542
  ys_cells: 18
min_path:
  min_path_type: "input port to output port"
grt:
  grt_usage: 0.0144
  globalRouteOverflowTotal: 0
  grt_pass1_wl_um: 696
  grt_max_degree: 2
  antenna_found_initial: 0
  grt_pass1_vias: 135
detailed_routing:
  drtIter0Drc: 0
  viasPerCell: 1.66
  drc: 0
  post_drt_wl_per_cell_um: 6.82
  drt_wl_total_um: 505
  num_vias: 123
  ant_nets: 0
  antenna-diode-count: 0
  drt-pass1-iter-count: 1
power:
  power.density_nw_per_um2: 179
  vdd_drop_max_v: 0.0000199
  power.leakage_nw: 0.141
  finalPower_w: 0.0000561
finish:
  fillers: 404
  nClkBuffers: 0
  stdcell_count: 74
  ff_latch_area_sq_um: 0
  post-route-util: 0.0916
  drive_gt1_frac: 0.500
  seq_cells: 0
  syn2layout_area_growth_pct: 112
floorplan:
  die_h_um: 80
  num_rows: 21
  fp_util: 0.0432
  ios: 14
  dieWidth_um: 80
  coreArea_sq_um: 3420
  die-area_sq_um: 6400
placement:
  io_buffers: 14
  hpwl_um: 513
  placed_cells: 74
  place.gp.congestion: 0.661
final_timing:
  finalSetupTns_ns: -0.337
  slew_violations: 0
  setup_slack_ns: -0.267
  fin_crit_ns: 2.57
  rsz0062_at_grt: "true"
  hold_viol: 0
  report.final.setup_viol: 2
  timing.final.crit_share: 1.12
  fmax_ghz: 0.389
  relSlewSlack: 0.927
  tightest_slew_ns: 0.110
job:
  openroad.warnings: 35
  drv_cap: 0
critical_path:
  start_kind: "input port"
  path_class: "input port to output port"
  critical_path_arrival_ns: 2.11
  worstSetupEndpointType: "output port"
  cp_data_required_time_ns: 1.84
  critPathMaxFanout: 1
clocking:
  postCtsSetupBuffers: 0
  holdBufCountCts: 0
[worst paths after layout]
path	slack (ns)	start	endpoint	cells after the start
worst min-delay path	1.55	B[1]	Sum[1]	3
worst max-delay path	-0.27	Cin	Sum[3]	10
[power breakdown]
group          switching [W]  internal, W
sequential                 0            0
combinational      0.0000203    0.0000358
clock                      0            0
[cells by family (layout without fill, tap and decap cells)]
family	after synthesis	after routing	share of synthesized area
buffers and inverters	14	24	0.458
adder cells (fa/ha/maj)	4	4	0.542
[cells in the final DEF, fill, tap and decap left out]
cell type	instances
buf_2	2
fa_2	3
clkbuf_2	1
buf_6	3
inv_4	2
inv_2	3
clkdlybuf4s50_1	5
dlygate4sd2_1	3
inv_1	5
fa_1	1
[final cells by class]
cell class | count | area, sq um | area share
timing repair buffer | 14 | 125 | 0.400
multi-input combinational | 4 | 87.6 | 0.280
tap | 46 | 57.6 | 0.184
inverter | 10 | 42.5 | 0.136
[routing by layer]
metal  global-route usage  vias to the layer above  share of wire
li1                     -                       60              -
met1               0.0140                       56           0.34
met2               0.0241                        7           0.46
met3               0.0125                        0           0.20
met4                    0                        0              0
met5                    0                        -              0
[worst max-delay path: stages]
cell	delay, ns
buf_6	0.09
inv_4	0.04
fa_2	0.19
inv_2	0.04
fa_2	0.33
fa_2	0.34
inv_2	0.06
fa_1	0.40
inv_1	0.07
buf_2	0.09
[metrics by stage]
stage / setup slack [ns] / hold slack (ns) / cell area (sq um)
CTS: -0.342 / 1.55 / 317
global placement: -0.986 / 2.00 / 320
detailed placement: -1.00 / 2.00 / 320
finish: -0.267 / 1.55 / 313
floorplan: -0.122 / 1.15 / 153
global route: -0.331 / 1.60 / 313
[timing repair]
item                                    in CTS  in global routing
resized                                     31                  2
pin swaps                                    4                  3
endpoints found under the setup margin       5                  3
Power figures rest on the tool's default switching activity, not on a simulated workload.
